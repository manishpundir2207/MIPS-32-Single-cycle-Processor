==> /design/flow/design.v <==
module Instruction_Memory(PC_Read_address, Instruction_Out);
input [31:0] PC_Read_address; 
output reg [31:0] Instruction_Out; 
reg [7:0] Inst_Mem[0:4095]; 
initial
begin
Inst_Mem[0] = 8'h8C;
Inst_Mem[1] = 8'h09;
Inst_Mem[2] = 8'h00;
Inst_Mem[3] = 8'h00;
Inst_Mem[4] = 8'h8c;
Inst_Mem[5] = 8'h0a;
Inst_Mem[6] = 8'h00;
Inst_Mem[7] = 8'h04;
Inst_Mem[8] = 8'h11;
Inst_Mem[9] = 8'h49;
Inst_Mem[10] = 8'h00;
Inst_Mem[11] = 8'h04;
Inst_Mem[12] = 8'h01;
Inst_Mem[13] = 8'h2a;
Inst_Mem[14] = 8'h58;
Inst_Mem[15] = 8'h22;
Inst_Mem[16] = 8'h08;
Inst_Mem[17] = 8'h00;
Inst_Mem[18] = 8'h00;
Inst_Mem[19] = 8'h08;
Inst_Mem[20] = 8'h01;
Inst_Mem[21] = 8'h2a;
Inst_Mem[22] = 8'h70;
Inst_Mem[23] = 8'h20;
Inst_Mem[24] = 8'h01;
Inst_Mem[25] = 8'h2a;
Inst_Mem[26] = 8'h78;
Inst_Mem[27] = 8'h2a;
Inst_Mem[28] = 8'h01;
Inst_Mem[29] = 8'h2a;
Inst_Mem[30] = 8'h58;
Inst_Mem[31] = 8'h20;
Inst_Mem[32] = 8'hac;
Inst_Mem[33] = 8'h0b;
Inst_Mem[34] = 8'h00;
Inst_Mem[35] = 8'h08;
end 
always @(PC_Read_address)
begin
Instruction_Out = {Inst_Mem[PC_Read_address], Inst_Mem[PC_Read_address+32'd1],
Inst_Mem[PC_Read_address+32'd2], Inst_Mem[PC_Read_address+32'd3]};
end
endmodule
==> /design/flow/run.sh <==
#!/bin/bash
# OpenROAD 26Q1-2900-gdf79404cd8, Yosys 0.63+post, stock flow scripts
make -C /OpenROAD-flow-scripts/flow DESIGN_CONFIG=/design/flow/config.mk WORK_HOME=/design/flow/orfs finish
==> /design/flow/config.mk <==
export PLATFORM = sky130hd
export DESIGN_NAME = Instruction_Memory
export DESIGN_NICKNAME = Instruction_Memory
export VERILOG_FILES = /design/flow/design.v
export SDC_FILE = /design/flow/constraint.sdc
export NUM_CORES = 4
export LEC_CHECK = 1
export CORE_AREA = 10 10 84 84
export DIE_AREA = 0 0 94 94
export SYNTH_MEMORY_MAX_BITS = 65536
==> /design/flow/constraint.sdc <==
current_design Instruction_Memory

set clk_period 2.7
set clk_io_pct 0.2

create_clock -name clk0 -period $clk_period

set non_clock_inputs [all_inputs -no_clocks]
set_input_delay [expr $clk_period * $clk_io_pct] -clock clk0 $non_clock_inputs
set_output_delay [expr $clk_period * $clk_io_pct] -clock clk0 [all_outputs]
==> notes.md <==
flow finished, numbers: Reg area 0 sq um, routed len/inst 17.91 microns, fin cells 447, antenna violations before repair 0, fin area 3716 sq um, # clk buffers 0, M1 WL between 3000 and 4000 microns, GRT overflow 0, first drt pass iteration count 4, Synth area leaders ha_1 (11%), xnor2_2 (7.2%), nand2_1 (6.7%), gpl congestion 0.8957, fill count 300, core footprint 5205 sq um, aoi share 0.3626, Final setup viols 10, Pwr Density 212.9 nW/um^2, number of global-route vias before repair 2121, cell count after synthesis 227, Worst VDD drop 0.0001584 V, WP data arrival between 2 and 2.5 ns, OpenROAD warnings 70, RSZ-0062 raised after global routing yes, Req. time, crit path 2.16 ns, placed cells 392, Max-Cap Viols 0, Final Max Tran Viols 0, Top logic family AND-OR/OR-AND gates, FP Util 0.3036, fin crit period ~2.8 ns, final hold viol count 0, placed inst area 2551 sq um, Flop Count 0, Ports 64, Synth Warn # 1, crit path max fanout 5, Unique cell types roughly 58, CP Launch Point PC_Read_address[0], chip area 8836 sq um, min-delay src PC_Read_address[0], area leader, netlist ha_1, Via density 5.470, fa+ha+maj area frac 0.1298, Post-synth mux share 0.04592, Total GRT Usage 0.1437, Simple-Gate Area Share 0.2059, failing checks negative setup slack, DIE WIDTH roughly 94 microns, LEAKAGE between 1.5 and 2 nW, hold path depth 4, row count 26, synthesis-to-layout area growth 135.2%, Hold Path Class input port to primary output, ANT cells 0, slew margin rel. 0.7923, highest clock rate 352.2 MHz, Worst-Margin Slew 0.3102 ns, WL met2 3818 microns, area reported by Yosys stat 1580 sq um, height of the die 94 microns, Netlist Area Pre-Place between 1500 and 2000 sq um, ratio of cells with drive above 1 in the final layout 0.6074, DRC 0, Avg Cell Area, Syn 6.962 sq um, first-pass GRT wire length 10720 microns, post-cts hold buffer count 0, largest net degree at the start of global routing 15, Area leader share 0.1108, met3 wire length 636 microns, IO buf count 38, crit path kind input port to primary output, Highest Signal Layer met4, Final period util 1.052, Crit. End Element primary output, status complete, but fails checks, Detailed Place HPWL 4552 microns, final core occ 0.7139, Final ANT Viol Nets 0, xor/xnor share of the synthesized area 0.1734, Iter 0 DRT Violations 153, register share after synthesis 0, crit start category input port, ys cells 227, setup ws final -0.1397 ns, DR vias 2445, routed wire length approximately 8000 microns
==> logic make-up (layout without fill, tap and decap cells) <==
kind of cell / count (synthesis) / count (layout)
buf+inv: 29 / 178
simple gates: 69 / 69
xor+xnor: 21 / 22
compound gates: 85 / 85
fa+ha+maj: 17 / 17
mux: 6 / 6
==> final cells by class <==
cell class / count / area, sq um / area share
inverter: 11 / 56.30 / 0.01515
tap: 70 / 87.58 / 0.02357
multi-input combinational: 199 / 2074 / 0.5582
timing repair buffer: 167 / 1498 / 0.4030
==> worst paths after layout <==
path and to:
max Instruction_Out[2], min Instruction_Out[9]
==> cell usage after synthesis (3+ instances only) <==
library cell,number
a32o_1,5
nand3_1,7
xnor2_1,8
a31o_2,3
o21a_1,3
o31ai_1,4
inv_1,7
nor3_1,4
maj3_1,3
clkbuf_1,8
ha_1,14
xnor2_2,7
a22oi_1,3
nor2_1,18
mux2i_1,5
buf_2,5
xor2_1,4
o21ai_0,21
nand2_1,28
o211ai_1,4
a21oi_1,18
==> critical path, stage by stage <==
cell	delay [ns]
buf_8	0.11
inv_2	0.08
ha_4	0.14
inv_2	0.05
ha_4	0.28
buf_4	0.12
clkinv_4	0.06
xnor2_2	0.14
buf_4	0.13
a32o_1	0.24
clkdlybuf4s50_1	0.40
==> layer usage <==
layer  vias to the layer above  global-route usage
met1                      1193              0.2021
li1                       1155                   -
met3                         6             0.01292
met2                        91              0.2431
met4                         0            0.007595
met5                         -                   0
==> where the power goes <==
| group | switching, mW | internal, mW | leakage (nW) |
|---|---|---|---|
| logic | 0.354 | 0.437 | 1.67 |
| clock network | 0 | 0 | 0 |
| registers | 0 | 0 | 0 |
| total | 0.354 | 0.437 | 1.67 |
==> cell usage in the layout, fill, tap and decap left out, drive strengths merged, types with 2 or more instances in the layout <==
| cell type | n |
|---|---|
| buf | 136 |
| nand2 | 28 |
| o21ai | 23 |
| nor2 | 19 |
| a21oi | 19 |
| xnor2 | 17 |
| ha | 14 |
| dlymetal6s2s | 9 |
| dlygate4sd2 | 8 |
| nand3 | 8 |
| inv | 8 |
| clkdlybuf4s50 | 7 |
| clkbuf | 7 |
| a32o | 5 |
| mux2i | 5 |
| xor2 | 5 |
| nor3 | 5 |
| o211ai | 4 |
| o31ai | 4 |
| a31o | 3 |
| o21a | 3 |
| a22oi | 3 |
| maj3 | 3 |
| nand4 | 2 |
| o32a | 2 |
| o22ai | 2 |
| nand2b | 2 |
| a22o | 2 |
| a211o | 2 |
| clkinv | 2 |
==> stage by stage <==
step	hold slack [ns]	setup TNS (ns)	setup WS [ns]	power, mW
after floorplan	1.268	0	0.007733	0.2648
after global placement	2.260	-20.16	-0.8116	0.5284
after detailed placement	2.255	-20.41	-0.7992	0.5274
after CTS	1.708	-0.9663	-0.1430	0.6415
after global routing	1.663	-1.264	-0.2303	0.8444
final	1.639	-0.5791	-0.1397	0.7912
==> what timing repair did <==
action,in CTS,in global routing
gates resized,143,81
pin swaps,35,45
endpoints found under the setup margin,32,25
cloned,2,0
setup buffers,17,38
Power and IR drop assume default switching activity.
