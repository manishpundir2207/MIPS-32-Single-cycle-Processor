==> flow/design.v <==
module Register_File(clk,Read_Register1,Read_Register2,Write_Register,Write_data,
Read_data1,Read_data2,Reg_write,PC_in,PC_out,Reset);
input[4:0]Read_Register1,Read_Register2,Write_Register;
input[31:0]Write_data,PC_in; 
output[31:0]Read_data1,Read_data2,PC_out; 
input clk,Reg_write,Reset;
reg[31:0]Register_Mem[0:31];
integer i;
initial 
begin
for(i=0;i<32;i=i+1)
begin
Register_Mem[i]<=32'b0;
end
end
assign PC_out = Register_Mem[29];
always@(posedge clk)
begin 
Register_Mem[29]=PC_in;
if(Reg_write) 
begin
Register_Mem[Write_Register]=Write_data;
end
end
assign Read_data1 = Register_Mem[Read_Register1]; 
assign  Read_data2 = Register_Mem[Read_Register2]; 
always@(posedge clk)
begin
if (Reset)
begin 
Register_Mem[29] = 0;
end
end
endmodule
==> flow/run.sh <==
#!/bin/bash
# OpenROAD 26Q1-2900-gdf79404cd8, Yosys 0.63+post, stock flow scripts
make -C /OpenROAD-flow-scripts/flow DESIGN_CONFIG=/design/flow/config.mk WORK_HOME=/design/flow/orfs finish
==> flow/config.mk <==
export PLATFORM = sky130hd
export DESIGN_NAME = Register_File
export DESIGN_NICKNAME = Register_File
export VERILOG_FILES = /design/flow/design.v
export SDC_FILE = /design/flow/constraint.sdc
export NUM_CORES = 4
export LEC_CHECK = 1
export CORE_UTILIZATION = 50
==> flow/constraint.sdc <==
current_design Register_File

set clk_period 7.9
set clk_io_pct 0.2

create_clock -name clk0 -period $clk_period [get_ports {clk}]

set non_clock_inputs [all_inputs -no_clocks]
set_input_delay [expr $clk_period * $clk_io_pct] -clock clk0 $non_clock_inputs
set_output_delay [expr $clk_period * $clk_io_pct] -clock clk0 [all_outputs]
==> results_slide.txt <==
Synthesis and Place & Route Summary

Run status
  – Outcome: finished clean

Setup path
  – Top cell by count, worst path: sky130_fd_sc_hd__clkdlybuf4s50_1
  – Type of destination of the critical path: output pin
  – Largest stage delay, worst path: between 800 and 900 ps
  – Critical path buffer and inverter count: 3
  – Cells along the critical path: clkdlybuf4s50_1 > nor2b_4 > buf_4 > a22o_1 > nor3_1 > a31oi_1 > nand3_1 > clkdlybuf4s50_1
  – Max stage delay cell, worst path: sky130_fd_sc_hd__nor2b_4
  – Setup CP Type: in2out
  – Depth of the critical timing path with buffers and inverters included: 8
  – CP startpoint kind: input pin
  – Kind of cell with the highest combined delay on the critical path: buffers and inverters
  – Largest driver fanout on the critical path: 20
  – Critical Path AT: about 4800 ps
  – Data required time of the worst path: 6320 ps

GRT
  – Overflow left after global routing: 0
  – Pin count of the biggest net entering global routing: between 90 and 100
  – GR Util All Layers: 34.2%
  – Number of antenna violations at the first check in global routing: 1
  – Global-route wire length before repair: ~220 mm
  – Number of global-route vias before repair: 33800

Finish
  – Fraction of layout cells with a size suffix above 1: under 10%
  – Post-route cell area: roughly 56000 um^2
  – Area occupied by registers: about 30000 um^2
  – Growth of design area from synthesis to finish: 14.3%
  – Register with the highest flop count: Register_Mem
  – Most common cell after layout, fill and taps aside: sky130_fd_sc_hd__mux2i_1
  – Flip-flop count of the largest register, all copies and words added: 1024
  – Combinational Area: around 17000 um^2
  – Leading registers by flop count: Register_Mem x1024
  – Number of filler cells placed in the layout: between 7000 and 8000
  – Top Layout Cells: sky130_fd_sc_hd__mux2i_1 (1024), sky130_fd_sc_hd__edfxtp_1 (992), sky130_fd_sc_hd__nand3_1 (194)

Die
  – Area of the die: between 90000 and 100000 um^2
  – Row count: approximately 110
  – Number of primary I/O pins: 178
  – Core Density at Floorplan: between 50% and 60%
  – Die X-Extent: about 310 um
  – Chip Height: roughly 310 um
  – Area of the placeable core: slightly below 100000 um^2

Timing
  – Total negative slack: 0 ps
  – Number of failing hold endpoints at the final stage: 0
  – Measured slew at the worst slew-check pin: around 1000 ps
  – Final period demand of the worst path: roughly 6400 ps
  – Worst relative slew slack: about a third
  – Final Setup Violations: 0
  – Fraction of the cycle the final worst path needs: 81.2%
  – Fmax: between 150 and 200 MHz
  – Worst hold-check slack: 1470 ps
  – Final max-slew violation count: 0
  – Unrepaired setup endpoints after global routing: no

Clock network
  – Total number of H-tree levels: 3
  – Clk buf depth: 3
  – Post-cts hold-fix buffer tally: 0
  – Number of post-CTS setup repair buffers: 0
  – TritonCTS clock tree: built
  – Sinks on Clock Net: just over 1000
  – Clock input transition at the sequential cells of the worst setup and hold paths: 50 ps
  – Number of gates resized after cts: 0
  – Number of buffers created by CTS: 110
  – Clock root cell: sky130_fd_sc_hd__clkbuf_16

Synth
  – Yosys chip area: approximately 49000 um^2
  – Cell type with the largest total area after synthesis: sky130_fd_sc_hd__edfxtp_1
  – AO/OA Area Share: 8.03%
  – Yosys cell types: 27
  – Yosys top cell area share: about three fifths
  – Adder Area Share: 0%
  – Share of synthesized area spent on multiplexers: a little over a fifth
  – Cells after synthesis: around 3400
  – Top non-seq family: multiplexers
  – Number of synthesized register bits: between 1000 and 1500
  – Number of cell instances after yosys synthesis: ~3400
  – Portion of the post-synthesis area used by sequential elements: 62.3%
  – Mean instance size in the synthesized netlist: around 14 um^2
  – Top area cell types: sky130_fd_sc_hd__edfxtp_1 (61%), sky130_fd_sc_hd__mux2i_1 (21%), sky130_fd_sc_hd__a22oi_1 (3.0%)
  – And+or+nand+nor area frac: under 10%
  – Netlist Area Pre-Place: ~49000 um^2
  – Share of the synthesized netlist area taken by xor and xnor gates: 0%
  – Number of synthesis warnings: 1

Run
  – Number of warnings the tools reported: 27
  – Count of maximum capacitance violations: 0

Place
  – DPL Wire Length: approximately 90 mm
  – RD Place Congestion: approximately 0.89
  – Placed Instance Area: between 50000 and 60000 um^2
  – Count of buffers from port buffering: between 150 and 200

Detailed routing
  – Residual DRC: 0
  – Wire per inst: ~31 um
  – Total vias in the final route: 31900
  – Via density per instance: approximately 6.4
  – Initial drt markers: 2141
  – Antenna diode count: 0
  – Routed wire length: 154 mm
  – Number of detailed-routing iterations run before antenna repair: 6
  – ANT nets after route: 0

Power and ir drop
  – Cell area power density: 223 nW/um^2
  – Total power draw: about 12 mW
  – IR Drop Worst-Case VDD: between 0.00015 and 0.0002 V
  – Leakage Power: just over 20 nW

Min path
  – Min-Delay Path Class: in2reg
  – Worst hold path depth: 2
-- routing by layer --
layer	up-vias	GRT usage [%]	routed length, um
met5	-	1.93	189
met4	6	12.7	7320
met3	400	22.9	24900
met2	2063	48.1	68800
met1	15600	43.8	52700
li1	13800	-	-
-- final cells by class --
cell class	instances	area share, %
sequential	1024	54.5
multi-input combinational	2141	30.7
clock buffer	144	5.49
timing repair buffer	297	5.32
tap	1276	2.86
clock inverter	65	1.13
-- synthesized netlist by cell type, drive strengths merged --
cell,instances
mux2,32
edfxtp,992
nor2,35
nor2b,4
buf,164
nand3b,5
clkbuf,92
nand3,194
nor3,64
nand2,195
or3,1
and2,2
mux2i,1024
a31oi,64
a22o,128
or2,2
nand2b,4
a22oi,192
a21oi,192
dfxtp,32
or3b,3
-- power breakdown --
group	total (mW)	switching, mW	internal (mW)
Clock	5.21	2.10	3.11
Sequential	6.07	0.0397	6.03
Combinational	1.18	0.715	0.462
Total	12.5	2.86	9.60
-- path summary, 6_finish.rpt --
kind / start / endpoint / slack (ps)
worst max-delay path: Read_Register1[0] / Read_data1[20] / 1480
worst min-delay path: PC_in[16] / Register_Mem[29][16] / 1470
-- through the flow --
| step | worst slack [ps] | utilization [%] | instances |
|---|---|---|---|
| floorplan | 3680 | - | 3421 |
| global placement | 1620 | 53.9 | 4738 |
| detailed placement | 1610 | 53.9 | 4738 |
| CTS | 1610 | 57.7 | 4947 |
| global route | 1450 | 57.7 | 4947 |
| finish | 1480 | 57.7 | 4947 |
-- kinds of logic after synthesis --
family / after synthesis
AOI/OAI and AO/OA: 576
muxes: 1056
buffers and inverters: 256
DFF: 1024
and+or+nand+nor: 509
Power figures rest on the tool's default switching activity, not on a simulated workload.
