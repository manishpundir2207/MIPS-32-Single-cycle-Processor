==> design.v <==
module ALU_Main( input [31:0] R_data1,
  input [31:0] R_data2,
  input [2:0] ALU_control,
  output reg [31:0] ALU_Result,
  output reg zero
);
     always @(*)
  begin
    case(ALU_control)
      3'b000: ALU_Result = R_data1 & R_data2;
      3'b001: ALU_Result = R_data1 | R_data2;
      3'b010: ALU_Result = R_data1 + R_data2;
      3'b110: ALU_Result = R_data1 - R_data2;
      3'b111: ALU_Result = (R_data1 < R_data2) ? 32'd1 : 32'd0;
      default: ALU_Result = R_data1 + R_data2;
    endcase
    zero = (ALU_Result == 0)? 1'b1: 1'b0; 
  end
endmodule
==> run.sh <==
#!/bin/bash
# OpenROAD 26Q1-2900-gdf79404cd8, Yosys 0.63+post, stock flow scripts
make -C /OpenROAD-flow-scripts/flow DESIGN_CONFIG=/design/flow/config.mk WORK_HOME=/design/flow/orfs finish
==> config.mk <==
export PLATFORM = sky130hd
export DESIGN_NAME = ALU_Main
export DESIGN_NICKNAME = ALU_Main
export VERILOG_FILES = /design/flow/design.v
export SDC_FILE = /design/flow/constraint.sdc
export NUM_CORES = 4
export LEC_CHECK = 1
export CORE_UTILIZATION = 50
==> constraint.sdc <==
current_design ALU_Main

set clk_period 17.0
set clk_io_pct 0.2

create_clock -name clk0 -period $clk_period

set non_clock_inputs [all_inputs -no_clocks]
set_input_delay [expr $clk_period * $clk_io_pct] -clock clk0 $non_clock_inputs
set_output_delay [expr $clk_period * $clk_io_pct] -clock clk0 [all_outputs]
==> PnR_summary.wiki <==
== Metrics ==
{| class="wikitable"
! Metric !! Value
|-
| Highest-count cells in the layout ignoring fill and taps || inv_1 (99), clkdlybuf4s50_1 (99), ha_1 (96), a21oi_1 (85), nand2_1 (71)
|-
| Critical path peak fanout || 8
|-
| Setup repair bufs after CTS || 0
|-
| WP buf/inv || 4
|-
| Class of the tightest hold or removal check || in -> out
|-
| Detailed Place HPWL || 14160 um
|-
| Final wirelength || ~18000 um
|-
| Post-layout min period || 11.69 ns
|-
| Antenna violations before repair || 0
|-
| Area of the synthesized netlist per yosys stat || between 5000 and 6000 sq um
|-
| Tally of clock buffers in the finished layout || 0
|-
| Critical path's slowest cell || o31ai_1
|-
| Share of synthesized area occupied by flip-flops and latches || 0
|-
| Diode insertion count for antenna repair || 0
|-
| Count of TritonRoute iterations in the first routing pass || 5
|-
| # setup viols final || 0
|-
| Synth Area per Inst || 6.390 sq um
|-
| Arrival time reported for the critical path endpoint || 8.29 ns
|-
| Vias || 6384
|-
| Number of top-level pins || 100
|-
| CTS hold repair buffers || 0
|-
| Worst min-delay path endpoint || ALU_Result[18]
|-
| Leading area contributor after synthesis || ha_1
|-
| Die Y || 104.4 um
|-
| Fraction of layout cells with a size suffix above 1 || 0.02283
|-
| Cell leakage power || roughly 2.8 nW
|-
| Total negative setup slack || 0 ns
|-
| Max-Slew Margin vs Limit || 0.3567
|-
| Area of the die || 10910 sq um
|-
| Number of global-route vias before repair || 5737
|-
| Total power || between 0.2 and 0.25 mW
|-
| Slew of the pin with the lowest slew margin || 0.9605 ns
|-
| Die outline width || 104.4 um
|-
| Max-slew violation total from the final report || 0
|-
| Gpl congestion || 0.9937
|-
| Unrepaired setup endpoints after global routing || false
|-
| Crit path largest cell delay || 0.84 ns
|-
| Peak VDD IR || 0.02333 mV
|-
| # port buffers || 100
|-
| Area of the core || 10230 sq um
|-
| Final-report hold violation count || 0
|-
| Netlist area before placement || 5246 sq um
|-
| Depth of the worst hold-timing path || 5
|-
| Register area || 0 sq um
|-
| Power density over the cells || ~37 nW/um^2
|-
| Placement Rows || 37
|-
| Cell chain of the critical path || clkdlybuf4s50_1, inv_1, ha_1, inv_1, nor3_1, a41oi_1, o31ai_1, nand3_1, o21ai_0, a21oi_1, a221oi_1, nor2_1, and4bb_1, and4b_1, clkdlybuf4s50_1
|-
| Total overflow reported by the global router || 0
|-
| Global-route wire length before repair || 28960 um
|-
| Area leader share || 0.2290
|-
| Type of the worst setup path || in -> out
|-
| Post-synthesis cell count from yosys || 821
|-
| Layout sequential cell count || 0
|-
| Kind of cell adding the most delay to the critical path || AND-OR/OR-AND gates
|-
| Post-layout period usage || 0.6874
|-
| Quantity of gates resized following cts || 0
|-
| Violation count after the first detailed-routing iteration || 475
|-
| Post-synth area hogs || ha_1 (23%), a21oi_1 (8.1%), inv_1 (7.1%)
|-
| Mean number of vias per cell || 6.308
|-
| Status || complete, no violations
|-
| Largest net degree at the start of global routing || ~56
|-
| Instance count of the mapped netlist || 821
|-
| Core Density at Floorplan || 0.5128
|-
| Distinct lib cells || between 60 and 70
|-
| Origin of the worst min-delay path || ALU_control[0]
|-
| Number of warning messages in the logs || 97
|-
| Top achievable clock speed || approximately 86 MHz
|-
| Count of max-cap constraint violations || 0
|-
| Total of warnings raised by yosys || 1
|-
| Routed wirelength normalized by instance count || 17.86 um
|-
| All-Layer GR Usage || 0.3298
|-
| Setup crit start kind || input port
|-
| Area added between synthesis and finish || 19.39%
|-
| Required time worst endpoint || 13.60 ns
|-
| Detailed-route DRC error count || 0
|-
| Kind of capture point of the worst setup path || primary output
|-
| Antenna Violating Nets Remaining || 0
|-
| Fillers || approximately 950
|-
| Number of cells on the critical path || 15
|}
## routing by layer
metal  track usage  wire [um]  vias to the layer above  share of wire
li1              -          -                     3106              -
met1        0.4767       8018                     2902           0.44
met2        0.5132       7887                      334           0.44
met3       0.04476       1609                       42          0.089
met4       0.08673        555                        0          0.031
met5             0          0                        -              0
## cell type report
cell class	instances	area (sq um)	area share
well taps	136	170.2	0.02717
inverters	99	371.6	0.05933
repair buffers	106	1041	0.1662
multi-input cells	671	4681	0.7473
## synthesized netlist by cell type (5+ instances only)
cell / n
nor2_1: 68
o31ai_1: 15
o21ai_0: 51
a31oi_1: 6
ha_1: 96
o31a_1: 5
o221ai_1: 10
nand4_1: 5
nor2b_1: 17
a41oi_1: 6
o21a_1: 7
inv_1: 99
nor4_1: 10
and2_1: 8
xnor2_1: 9
a21oi_1: 85
a221oi_1: 9
a221o_1: 10
o211ai_1: 16
nand2_1: 71
nand2b_1: 9
nand3_1: 19
o21bai_1: 8
a211oi_1: 16
nor3_1: 18
a21o_1: 12
clkbuf_1: 43
a22oi_1: 6
and3_1: 5
o22ai_1: 13
## worst min-delay path: stages
cell	delay, ns
buf_2	0.09
buf_4	0.29
o211ai_1	0.23
nand3_1	0.10
clkdlybuf4s50_1	0.41
## kinds of logic after synthesis
family          count (synthesis)  share of synthesized area
compound gates                311                     0.4007
xor+xnor                       10                    0.01670
fa+ha+maj                      98                     0.2366
buf+inv                       150                     0.1107
mux                             5                   0.009778
simple gates                  247                     0.2256
## power breakdown
part	total (mW)	switching, mW	internal, mW
sequential	0	0	0
combinational	0.232	0.129	0.102
clock	0	0	0
## through the flow
stage	cells	setup WS (ns)	hold WS (ns)	cell area (sq um)	util
6_report	1012	5.314	7.943	6264	0.6122
5_1_grt	1012	5.152	8.004	6264	0.6122
2_1_floorplan	821	6.825	6.955	5246	-
4_1_cts	1012	5.376	7.930	6264	0.6122
3_5_place_dp	1012	5.379	7.915	6264	0.6122
3_3_place_gp	1012	5.441	7.933	6264	0.6122
## worst max path at each step
stage,startpoint,end
after CTS,ALU_control[2],zero
after global routing,ALU_control[2],zero
final,R_data1[8],zero
Power and IR drop assume default switching activity.
